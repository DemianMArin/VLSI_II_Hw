**config.mk**
```make
export PLATFORM = sky130hd
export DESIGN_NAME = bist
export DESIGN_NICKNAME = bist
export VERILOG_FILES = /design/flow/design.v
export SDC_FILE = /design/flow/constraint.sdc
export NUM_CORES = 4
export LEC_CHECK = 1
export CORE_UTILIZATION = 50
export SYNTH_HDL_FRONTEND = slang
```
**constraint.sdc**
```tcl
current_design bist

set clk_period 11.3
set clk_io_pct 0.2

create_clock -name clk0 -period $clk_period [get_ports {clk}]

set non_clock_inputs [all_inputs -no_clocks]
set_input_delay [expr $clk_period * $clk_io_pct] -clock clk0 $non_clock_inputs
set_output_delay [expr $clk_period * $clk_io_pct] -clock clk0 [all_outputs]
```
**design.v**
```verilog
module bist #(
    parameter size   = 6,
    parameter length = 8
) (
    input  logic             clk,
    input  logic             rst,
    input  logic             start,
    input  logic             csin,
    input  logic             rwbarin,
    input  logic             opr,
    input  logic [size-1:0]  address,
    input  logic [length-1:0] datain,
    output logic [length-1:0] dataout,
    output logic              fail
);
    logic       cen;    
    logic       u_d;    
    logic [9:0] d_in;   
    assign cen  = 1'b1;
    assign u_d  = 1'b1;
    assign d_in = 10'b0;
    logic [9:0] q;
    logic       cout;
    logic       NbarT;
    logic       ld;
    logic [7:0] data_t;
    logic [5:0] addr_mux;
    logic [7:0] data_mux;
    logic [7:0] ramout;
    logic       eq, gt, lt;
    logic rwbar_temp;  
    logic cs_wire;     
    assign rwbar_temp = NbarT ? q[6] : rwbarin;
    assign cs_wire    = NbarT ? 1'b1 : csin;
    controller ctrl (
        .clk   (clk),
        .rst   (rst),
        .start (start),
        .cout  (cout),
        .NbarT (NbarT),
        .ld    (ld)
    );
    counter #(.length(10)) cnt (
        .clk  (clk),
        .cen  (cen),
        .ld   (ld),
        .u_d  (u_d),
        .d_in (d_in),
        .q    (q),
        .cout (cout)
    );
    decoder dec (
        .q      (q[9:7]),
        .data_t (data_t)
    );
    multiplexer #(.WIDTH(size)) mux_a (
        .normal_in (address),
        .bist_in   (q[5:0]),
        .NbarT     (NbarT),
        .out       (addr_mux)
    );
    multiplexer #(.WIDTH(length)) mux_d (
        .normal_in (datain),
        .bist_in   (data_t),
        .NbarT     (NbarT),
        .out       (data_mux)
    );
    sram mem (
        .clk     (clk),
        .cs      (cs_wire),
        .rwbar   (rwbar_temp),
        .ramaddr (addr_mux),
        .ramin   (data_mux),
        .ramout  (ramout)
    );
    comparator cmp (
        .data_t (data_t),
        .ramout (ramout),
        .gt     (gt),
        .eq     (eq),
        .lt     (lt)
    );
    always_ff @(posedge clk) begin
        if (NbarT && rwbar_temp && ~eq && opr)
            fail <= 1'b1;
        else
            fail <= 1'b0;
    end
    assign dataout = ramout;
endmodule
module comparator (
    input  logic [7:0] data_t,
    input  logic [7:0] ramout,
    output logic       gt,
    output logic       eq,
    output logic       lt
);
    assign gt = (data_t > ramout);
    assign eq = (data_t == ramout);
    assign lt = (data_t < ramout);
endmodule
module controller (
    input  logic clk,
    input  logic rst,
    input  logic start,
    input  logic cout,
    output logic NbarT,
    output logic ld
);
    typedef enum logic {RESET = 1'b0, TEST = 1'b1} state_t;
    state_t state;
    always_ff @(posedge clk) begin
        if (rst)
            state <= RESET;
        else begin
            case (state)
                RESET: state <= start ? TEST : RESET;
                TEST:  state <= cout  ? RESET : TEST;
            endcase
        end
    end
    assign NbarT = (state == TEST);
    assign ld    = (state == RESET);
endmodule
module counter #(parameter length = 10) (
    input  logic              clk,
    input  logic              cen,
    input  logic              ld,
    input  logic              u_d,
    input  logic [length-1:0] d_in,
    output logic [length-1:0] q,
    output logic              cout
);
    always_ff @(posedge clk) begin
        if (cen) begin
            if (ld)
                q <= d_in;
            else if (u_d)
                q <= q + 1;
            else
                q <= q - 1;
        end
    end
    assign cout = (u_d) ? (~|q) : (&q);
endmodule
module decoder (
    input  logic [2:0] q,
    output logic [7:0] data_t
);
    always_comb begin
        case (q)
            3'b000: data_t = 8'b10101010;
            3'b001: data_t = 8'b01010101;
            3'b010: data_t = 8'b11110000;
            3'b011: data_t = 8'b00001111;
            3'b100: data_t = 8'b00000000;
            3'b101: data_t = 8'b11111111;
            default: data_t = 'x;
        endcase
    end
endmodule
module multiplexer #(parameter WIDTH = 8) (
    input  logic [WIDTH-1:0] normal_in,
    input  logic [WIDTH-1:0] bist_in,
    input  logic             NbarT,
    output logic [WIDTH-1:0] out
);
    assign out = NbarT ? bist_in : normal_in;
endmodule
module sram (
    input  logic [5:0] ramaddr,
    input  logic [7:0] ramin,
    input  logic       rwbar,
    input  logic       clk,
    input  logic       cs,
    output logic [7:0] ramout
);
    logic [7:0] ram [0:63];
    logic [5:0] addr_reg;
    always_ff @(posedge clk) begin
        if (cs) begin
            addr_reg <= ramaddr;
            if (!rwbar)
                ram[ramaddr] <= ramin;
        end
    end
    assign ramout = (cs && rwbar) ? ram[addr_reg] : 8'h00;
endmodule
```
**run.sh**
```bash
#!/bin/bash
# OpenROAD 26Q1-2900-gdf79404cd8, Yosys 0.63+post, stock flow scripts
make -C /OpenROAD-flow-scripts/flow DESIGN_CONFIG=/design/flow/config.mk WORK_HOME=/design/flow/orfs finish
```
==> summary.txt <==
status - finished clean
critical path required time - 9.04 ns
CTS tree - yes
crit path capture type - output pin
Final ANT Viol Nets - 0
CP Class - flop to output pin
Final Instance Count excl. Fillers - 1794
cell mode on critical path - buf_4
H-tree Lvls - 2
floorplan utilization - 50.7%
Num CTS Buffers - 53
PortBufs - 28
Synth cell types - 56
Synth Warn # - 0
Die W - 209 um
Yosys Chip Area - 0.0213 mm2
final worst slack - 4.29 ns
Synth Seq Share - 74.6%
share of layout cells above drive strength 1 - 19.9%
Routed WL - 52000 um
max_slew headroom - 29.9%
area growth from synthesis to layout - 12.7%
dpl ws - 4.63 ns
Latency at later pin - 0.59 ns
cycle use final - 62.0%
first-pass GRT wire length - 76800 um
core area - 0.0420 mm2
final hold vios - 0
crit-path leading delay family - buffers and inverters
hold_ws - 0.482 ns
Peak VDD IR - 133 uV
Rows - 75
routed vias/inst - 6.15
CP max stage delay - 0.72 ns
LEAKAGE - 7.77 nW
max FFs per register - 512
vias - 11.0k
max-slew violations - 0
crit-path max FO - 35
clock period minus worst slack - 7.01 ns
Residual DRC - 0
Dominant flop cell - edfxtp_1
actual slew at the worst max-slew pin - 1.05 ns
Post-Syn Instances - 1142
GRT Util Overall - 27.7%
Fin Clk Skew - 0.00802 ns
ys flops - 536
Max-Cap Viols - 0
num ports - 29
critical path arrival - 4.75 ns
Fmax - 143 MHz
Slowest-stage cell, CP - dfxtp_4
r2r setup slk - 7.15 ns
most common logic cells in the final layout - edfxtp_1 (518), nor2_1 (104), mux4_2 (103)
Final GP Congestion - 0.963
Clock Path Buffers - 3
DIE AREA - 0.0435 mm2
WP depth - 9
Die Y - 209 um
CTS Root Cell - clkbuf_16
Worst Setup EP - dataout[3]
post-DP HPWL - 32400 um
worst path cell trace - buf_4, buf_4, mux4_2, and2_1, a211oi_1, a221oi_1, a31oi_2, inv_1, clkdlybuf4s50_1
PD cells - 186 mW/mm2
Iter 0 DRT Violations - 712
Hold WC Path Type - flop to flop
Post-CTS Setup Bufs - 0
clock-pin slew on the worst setup and hold paths - 0.06 ns
# Cells Yosys - 1142
antenna cell count - 0
pin count of the biggest net entering global routing - 65
vias in the first global route - 11.6k
dominant logic cell type in the layout - edfxtp_1
Syn Std Cell Area - 0.0213 mm2
Post-CTS Hold Buffers - 0
final setup violation count - 0
Reg2Reg Depth - 9
FF-to-FF End - fail$_DFF_P_
clock sink count - 536
ys async rst share - 0%
Post-CTS Resized - 0
flip-flops with a built-in enable - 518
Tool Warnings - 26
drt pass-1 iters - 5
DR WL/cell - 29.0 um
Overflow after GRT - 0
initial antenna violation count - 0
TNS Setup - 0 ns
startpoint types - flop
RSZ-0062 raised after global routing - no
Buf/Inv on CP - 4
Mapped Avg Cell Area - 18.7 um2
Placed Instances - 1698
-- worst reg2reg max path, stage by stage, from the launching register on --
cell and delay (ns):
dfxtp_4 0.72, buf_4 0.61, buf_4 0.68, mux4_2 0.59, and2_1 0.17, a211oi_1 0.34, a221oi_1 0.20, a31oi_2 0.38
mux2i_1 0.24, a31oi_1 0.10
-- power by group --
| part | switching (mW) | internal [mW] |
|---|---|---|
| registers | 0.0203 | 2.24 |
| clock network | 0.710 | 0.969 |
| logic | 0.343 | 0.192 |
| total | 1.07 | 3.40 |
-- per-stage QoR --
stage	cell area [um2]	util (%)	power [mW]
finish	24000	57.2	4.47
global route	24000	57.2	4.62
CTS	24000	57.2	4.51
detailed placement	22400	53.2	2.83
global placement	22400	53.2	2.83
floorplan	21300	-	2.64
-- metal layers --
layer  part of all wire, %  track usage (%)  vias up
met5                     0                0        -
met4                   2.5             5.88        0
met3                    14             17.3       89
met2                    46             38.2      624
met1                    37             42.3     5569
li1                      -                -     4748
-- synth_stat cells (all sizes together), types with 3 or more instances --
master   number  area [um2]
and3          7        43.8
o221ai        3        26.3
a311oi        4        35.0
a221oi       16         140
nand2        54         203
nor2b         5        31.3
o21ai        24         120
nand2b        7        43.8
and2         14        87.6
buf          30         231
mux2i        68         681
a2bb2oi       3        26.3
a21oi        18        90.1
dfxtp        18         360
mux4        103        2320
xnor2         8        70.1
edfxtp      518       15600
o22ai         6        37.5
o211ai        5        37.5
inv          19        71.3
o2111ai       4        35.0
a22oi        10        75.1
nor2        104         390
a31oi         4        31.3
nand4         3        18.8
clkbuf       24        90.1
mux2         11         124
nand3        20         100
or2           3        18.8
clkinv        3        11.3
-- final cells by class --
| class | instances | area (um2) |
|---|---|---|
| fill | 3127 | 18000 |
| sequential | 536 | 15900 |
| multi-input combinational | 530 | 5100 |
| clock buffer | 61 | 1360 |
| tap | 539 | 674 |
| timing repair buffer | 71 | 603 |
| clock inverter | 35 | 293 |
| inverter | 22 | 82.6 |
-- logic make-up (layout without fill, tap and decap cells) --
kind of cell	after synthesis	in the layout	share of synthesized area [%]
buffers and inverters	76	189	1.89
and+or+nand+nor	224	224	4.61
adders and majority gates	2	2	0.117
AOI/OAI and AO/OA	113	113	3.74
muxes	182	182	14.6
DFF	536	536	74.6
xor gates and xnor gates	9	9	0.370
-- worst min path at each step --
| stage | start | endpoint | cells past startpoint |
|---|---|---|---|
| final | cnt.q[0]$_SDFF_PN0_ | cnt.q[0]$_SDFF_PN0_ | 1 |
| after CTS | cnt.q[0]$_SDFF_PN0_ | cnt.q[0]$_SDFF_PN0_ | 1 |
| after global routing | mem.addr_reg[5]$_DFFE_PN_ | flop | 2 |
Power and IR drop assume default switching activity.
