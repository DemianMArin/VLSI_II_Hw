===== design.v =====
module mux32(
  input logic [31:0] a,
  input logic [31:0] b,
  input logic sel,
  output logic [31:0] y
);
  assign y = sel ? a : b;
endmodule
module status_reg(
  input logic clk,
  input logic rstN,  
  input logic int_en,
  input logic zero,
  input logic carry,
  input logic neg,
  input logic [1:0] parity,
  output logic [7:0] status
);
  always_ff @(posedge clk) begin
    if (!rstN)
      status <= 8'h60;
    else
      status <= {int_en, 1'b1, 1'b1, zero, carry, neg, parity};
  end
endmodule
module Pri_En(
  input logic [7:0] D,
  output logic [2:0] Q
);
  always_comb begin
    casez (D)
      8'b1???????: Q = 3'd7;
      8'b01??????: Q = 3'd6;
      8'b001?????: Q = 3'd5;
      8'b0001????: Q = 3'd4;
      8'b00001???: Q = 3'd3;
      8'b000001??: Q = 3'd2;
      8'b0000001?: Q = 3'd1;
      8'b00000001: Q = 3'd0;
      default:     Q = 3'd0;
    endcase
  end
endmodule
module processor(
  input logic clk,  
  input logic rstN,  
  input logic [31:0] data_in,
  input logic [31:0] i_data,
  input logic data_select,
  input logic [15:0] status_flags,
  output logic [31:0] data_out,
  output logic [ 7:0] status,
  output logic [ 2:0] Q
);
  mux32 mux_inst (
    .a   (data_in),
    .b   (i_data),
    .sel (data_select),
    .y   (data_out)
  );
  status_reg status_inst (
    .clk    (clk),
    .rstN   (rstN),
    .int_en (status_flags[7]),
    .zero   (status_flags[4]),
    .carry  (status_flags[3]),
    .neg    (status_flags[2]),
    .parity (status_flags[1:0]),
    .status (status)
  );
  Pri_En pri_inst (
    .D (status_flags[15:8]),
    .Q (Q)
  );
endmodule

===== run.sh =====
#!/bin/bash
# OpenROAD 26Q1-2900-gdf79404cd8, Yosys 0.63+post, stock flow scripts
make -C /OpenROAD-flow-scripts/flow DESIGN_CONFIG=/design/flow/config.mk WORK_HOME=/design/flow/orfs finish

===== config.mk =====
export PLATFORM = sky130hd
export DESIGN_NAME = processor
export DESIGN_NICKNAME = processor
export VERILOG_FILES = /design/flow/design.v
export SDC_FILE = /design/flow/constraint.sdc
export NUM_CORES = 4
export LEC_CHECK = 1
export CORE_AREA = 10 10 75 75
export DIE_AREA = 0 0 85 85
export SYNTH_HDL_FRONTEND = slang

===== constraint.sdc =====
current_design processor

set clk_period 1.0
set clk_io_pct 0.2

create_clock -name clk0 -period $clk_period [get_ports {clk}]

set non_clock_inputs [all_inputs -no_clocks]
set_input_delay [expr $clk_period * $clk_io_pct] -clock clk0 $non_clock_inputs
set_output_delay [expr $clk_period * $clk_io_pct] -clock clk0 [all_outputs]

==> job_summary.md <==
### Yosys + OpenROAD results

| Metric | Value |
|---|---|
| # diodes | 0 |
| Reg clk slew, reported paths | 40 ps |
| Ys Warns | 0 |
| Vias per cell | ~4.0 |
| Final-report setup violation count | 32 |
| Required time worst endpoint | approximately 800 ps |
| DRC viols | 0 |
| P per Cell Area | 652.2 nW/µm² |
| Synthesis-to-finish area growth | 169.3% |
| Largest net degree at the start of global routing | 7 |
| WHS Endpoint | status_inst.status[2] |
| Area of the core | approximately 4100 µm² |
| Average size of a mapped cell | approximately 13 µm² |
| Hold path startpoint | status_flags[2] |
| Port Buffer Count | roughly 120 |
| GR Layer Usage met1 | 0.1021 |
| Comb power frac | 0.545 |
| Post-Synthesis Cells | 61 |
| Initial antenna violation count | 0 |
| Worst EP arrival | approximately 990 ps |
| Status | finished with violations |
| Critical path class | primary input to output pin |
| HPWL Detailed | 3.691 mm |
| Max reg flops | 6 |
| CTS H-Tree Depth | 1 |
| Final-layout fill cell count | 366 |
| CTS buffer count | 3 |
| Flops after synth | 6 |
| Post-DR wirelength/cell | 17.46 µm |
| Die W | roughly 85 µm |
| Grt total ovfl | 0 |
| Hold Crit Class | primary input to flop |
| Post-route setup slack | -185.9 ps |
| Layout Cells excl Fill | 237 |
| Share of cells above drive strength 1 | 0.4652 |
| Total vias in the final route | 943 |
| Initial Utilization | 0.1887 |
| 1st-pass router iterations | 2 |
| Sequential Power Share | 0.191 |
| F_max | 843.2 MHz |
| Tool warnings | 30 |
| Share of the yosys chip area belonging to registers | 0.1569 |
| Antenna viol nets, final | 0 |
| Met2 Usage GRT | 0.2023 |
| Worst Path Max Fanout | 6 |
| FP Rows | 23 |
| Vert. Die Dim | 85 µm |
| CTS Sinks | 6 |
| Peak supply drop | 0.3804 mV |
| Crit start category | primary input |
| Placed Area | 2002 µm² |
| Final wirelength | about 4.1 mm |
| Hold Vio Cnt, Final | 0 |
| Final worst path period share | 1.186 |
| Synthesized cell area | 765.7 µm² |
| P_sw | 0.2762 mW |
| Inst Count DP | 229 |
| Yosys stat area | roughly 770 µm² |
| RSZ-0062 raised after global routing | yes |
| GRT busiest layer | met2 |
| First-pass GRT wire length | 6.051 mm |
| Switching Fraction | 0.2054 |
| Fin area | 2062 µm² |
| Die Area | about 7200 µm² |
| Initial DRC count | 6 |
| Hold path cells | 2 |
| Met3 Usage GRT | 0.03661 |
| Clk buf depth | 2 |
| Clock share of power | 0.264 |
| Root Buffer | clkbuf_8 |
| Finished Core Util | 0.5082 |
| CTS Hold Bufs | 0 |
| Routability Congestion | between 0.8 and 0.9 |
| Final Max-Slew Violation Tally | 0 |
| Lkg Pwr | 1.104 nW |
| # Cells Yosys | 61 |
| Max cap viols | 0 |
| IO Pins | ~130 |
| GRT Util Overall | 0.1022 |
| Distinct lib cells used | 14 |
| Pint | 1.069 mW |
| Violated checks | negative setup slack |
| Kind of end point of the critical path | output pin |
| TritonCTS clock tree | yes |
| Vias in the first global route | 1035 |
| Minimum clock period | between 1000 and 1500 ps |
-- critical path, stage by stage --
cell and delay [ps]:
buf_12 130, buf_12 120, buf_12 120, mux2_4 300
buf_6 110
-- what timing repair did --
item / CTS / global route
buffers inserted: 5 / 0
gates cloned: 3 / 0
pin swaps: 6 / 2
setup endpoints to repair: 41 / 34
gates resized: 222 / 13
-- power by group through the flow --
stage / registers (mW) / logic [mW] / clock network, mW
after global routing: 0.257 / 0.782 / 0.380
after CTS: 0.257 / 0.745 / 0.365
final: 0.256 / 0.733 / 0.355
-- kinds of logic after synthesis --
logic type / count (synthesis) / synth area share
AND-OR/OR-AND: 4 / 0.02941
buffers and inverters: 8 / 0.1225
flip-flops: 6 / 0.1569
multiplexers: 32 / 0.6176
other: 1 / 0.004897
AND/OR/NAND/NOR: 10 / 0.06864
-- worst max path at each step --
stage               start  cells past startpoint      endpoint
CTS           data_select                      5  data_out[20]
finish        data_select                      5  data_out[21]
global route  data_select                      5  data_out[21]
-- cell usage after synthesis, drive strengths merged --
| cell | n | area [µm²] |
|---|---|---|
| a21oi | 2 | 10.01 |
| o21ai | 1 | 5.000 |
| nor2 | 2 | 7.510 |
| dfxtp | 6 | 120.1 |
| conb | 1 | 3.750 |
| buf | 6 | 86.33 |
| and2 | 6 | 37.54 |
| mux2 | 32 | 473.0 |
| o31ai | 1 | 7.510 |
| nand2 | 2 | 7.510 |
| inv | 2 | 7.510 |
-- per-layer routing --
metal,routed length (µm),part of all wire
met4,15,0.0036
met3,346,0.084
met2,2343,0.57
met1,1433,0.35
met5,0,0
-- layout make-up --
class,count,area [µm²],share of cell area
sequential,6,120.1,0.05825
clock buffer,3,41.29,0.02002
multi-input combinational,48,576.8,0.2797
inverter,2,7.507,0.003641
tap,50,62.56,0.03034
timing repair buffer,128,1254,0.6080
-- stage by stage --
step	worst slack, ps	TNS [ps]	hold slack (ps)	power (mW)
after floorplan	66.90	0	321.7	0.4851
after detailed placement	-640.8	-17670	775.5	1.051
after global placement	-598.9	-17410	772.0	1.045
final	-185.9	-2688	544.6	1.345
after global routing	-197.0	-3047	552.0	1.418
after CTS	-187.7	-3939	543.5	1.367
-- placed cells by master (no fill, tap or decap), types with 2 or more instances in the layout --
master and instances:
dlygate4sd2_1 65, mux2_4 32, buf_6 23, buf_2 14, clkdlybuf4s50_1 9, buf_12 7
and2_1 6, dfxtp_1 6, clkbuf_8 3, dlymetal6s2s_1 3, clkdlybuf4s15_1 3, nand2_1 2
conb_1 2, clkdlybuf4s15_2 2
Power and IR drop assume default switching activity.
