==> flow/design.v <==
module rtl_4bit_adder(
  input logic [3:0] a,  
  input logic [3:0] b,  
  input logic cin,  
  output logic [3:0] s,  
  output logic cout  
);
  assign {cout, s} = a + b + cin;
endmodule
module rtl_16bit_adder(
  input logic [15:0] a,  
  input logic [15:0] b,  
  input logic cin,  
  output logic [15:0] s,  
  output logic cout  
);
  logic c1, c2, c3;  
  rtl_4bit_adder add0 (.a(a[ 3: 0]), .b(b[ 3: 0]), .cin(cin), .s(s[ 3: 0]), .cout(c1));
  rtl_4bit_adder add1 (.a(a[ 7: 4]), .b(b[ 7: 4]), .cin(c1),  .s(s[ 7: 4]), .cout(c2));
  rtl_4bit_adder add2 (.a(a[11: 8]), .b(b[11: 8]), .cin(c2),  .s(s[11: 8]), .cout(c3));
  rtl_4bit_adder add3 (.a(a[15:12]), .b(b[15:12]), .cin(c3),  .s(s[15:12]), .cout(cout));
endmodule
==> flow/run.sh <==
#!/bin/bash
# OpenROAD 26Q1-2900-gdf79404cd8, Yosys 0.63+post, stock flow scripts
make -C /OpenROAD-flow-scripts/flow DESIGN_CONFIG=/design/flow/config.mk WORK_HOME=/design/flow/orfs finish
==> flow/config.mk <==
export PLATFORM = sky130hd
export DESIGN_NAME = rtl_16bit_adder
export DESIGN_NICKNAME = rtl_16bit_adder
export VERILOG_FILES = /design/flow/design.v
export SDC_FILE = /design/flow/constraint.sdc
export NUM_CORES = 4
export LEC_CHECK = 1
export CORE_AREA = 10 10 78 78
export DIE_AREA = 0 0 88 88
export SYNTH_HDL_FRONTEND = slang
==> flow/constraint.sdc <==
current_design rtl_16bit_adder

set clk_period 18.2
set clk_io_pct 0.2

create_clock -name clk0 -period $clk_period

set non_clock_inputs [all_inputs -no_clocks]
set_input_delay [expr $clk_period * $clk_io_pct] -clock clk0 $non_clock_inputs
set_output_delay [expr $clk_period * $clk_io_pct] -clock clk0 [all_outputs]
==> impl_metrics.csv <==
group,metric,value,unit
worst_setup_path,critPathKind,"in -> out",
synthesis,synthCells,59,
job,warning_count,32,
pwr,ir_drop,0.0112,mV
routing,vias_per_cell,3.52,
routing,num_antenna_cells,0,
job,maxCapViolations,0,
synthesis,synth_cell_types,12,
synthesis,ys_cells,59,
min_path,min_from,"cin",
place,hpwlAfterDp,1.63,mm
min_path,min_path_cells,5,
global_route,grt_first_pass_wirelength,2.79,mm
worst_setup_path,startpoint,"a[0]",
layout,ff_latch_area,0,um2
pwr,leakage,0.518,nW
synthesis,ys_seq_share,0,%
sta,hold_viol_final,0,
global_route,antenna_found_initial,0,
sta,setup_viol,0,
sta,slew_headroom,88.6,%
synthesis,syn-cell-area,547,um2
sta,slew_viol_final,0,
worst_setup_path,setup.worst_path.end_class,"output port",
synthesis,syn_area_per_cell,9.27,um2
place,portBuffers,50,
min_path,hold_path.class,"in -> out",
layout,final_layout_size_suffix_gt1_share,0.917,%
floorplan,num_rows,24,
sta,hold_slack,8.32,ns
cts,postCtsResizedCells,0,
floorplan,ioPinCount,50,
routing,initialDrtViolationCount,2,
status,status,"completed",
floorplan,design.core.area,0.00441,mm2
layout,final_cell_mix,"clkdlybuf4s50_1, inv_1, ha_1, fa_1, a21o_1",
place,gp_congestion,0.728,
worst_setup_path,cp.arrival,8.69,ns
routing,first_pass_iters,4,
layout,nFillCells,475,
layout,clkbuf_count,0,
sta,tightestPinTransition,0.170,ns
routing,num_vias,566,
global_route,grt_pass1_vias,643,
sta,rsz0062_at_grt,"false",
routing,route.detailed.drc,0,
routing,wl,1.71,mm
worst_setup_path,cp_max_fo,2,
layout,lay_top_count,"clkdlybuf4s50_1",
place,placed_cell_area,0.00111,mm2
global_route,grt.total_usage,4.28,%
floorplan,die_w,88,um
sta,fin_crit,12.33,ns
global_route,grt_max_degree,5,
pwr,power.total,0.0375,mW
global_route,grt_overflow_total,0,
sta,fin_tns_setup,0,ns
floorplan,dieArea,0.00774,mm2
layout,logic_area,498,um2
synthesis,ys_warn_count,0,
layout,final_area,0.00111,mm2
cts,ctsHoldBuffers,0,
layout,syn_to_final_growth,103,%
layout,seq_cell_count,0,
pwr,p_per_area,33.7,mW/mm2
synthesis,ys_area,547,um2
sta,finalCritPeriodShare,67.7,%
sta,max_freq,0.0811,GHz
worst_setup_path,critPathRequiredTime,14.56,ns
routing,ant_nets,0,
floorplan,die_y,88,um
routing,wl_per_cell,10.6,um
worst_setup_path,worst_setup_path_start_kind,"input port",
floorplan,initCoreUtil,12.4,%
cts,post-cts-setup-buffers,0,
[cell usage after synthesis]
| cell type | n | area, um2 |
|---|---|---|
| a31oi_1 | 1 | 6.26 |
| a21o_1 | 7 | 52.6 |
| a21o_2 | 1 | 8.76 |
| ha_1 | 12 | 150 |
| a21oi_1 | 3 | 15.0 |
| fa_1 | 8 | 160 |
| o21ai_0 | 2 | 10.0 |
| nor2b_1 | 2 | 12.5 |
| nand2b_1 | 2 | 12.5 |
| xnor2_1 | 6 | 52.6 |
| xor2_1 | 2 | 17.5 |
| inv_1 | 13 | 48.8 |
[kinds of logic (layout without fill, tap and decap cells)]
| family | count (synthesis) | in the layout | share of synthesized area, % |
|---|---|---|---|
| AOI/OAI and AO/OA | 14 | 14 | 16.9 |
| adders and majority gates | 20 | 20 | 56.7 |
| and+or+nand+nor | 4 | 4 | 4.58 |
| xor gates and xnor gates | 8 | 8 | 12.8 |
| buffers and inverters | 13 | 63 | 8.93 |
[area by class of cell]
type | count | area share (%)
Multi-Input combinational cell | 46 | 44.8
Inverter | 13 | 4.39
Timing Repair Buffer | 50 | 45.0
Tap cell | 52 | 5.85
[layer usage]
| metal | up-vias | global-route usage (%) | routed length (um) | part of all wire, % |
|---|---|---|---|---|
| li1 | 291 | - | - | - |
| met2 | 45 | 5.75 | 517 | 30 |
| met4 | 0 | 0 | 0 | 0 |
| met5 | - | 0 | 0 | 0 |
| met3 | 0 | 4.30 | 468 | 27 |
| met1 | 230 | 5.05 | 728 | 42 |
[critical path, stage by stage]
cell             delay (ns)
clkdlybuf4s50_1        0.40
inv_1                  0.08
fa_1                   0.16
inv_1                  0.06
fa_1                   0.40
a21o_2                 0.23
a21o_1                 0.19
fa_1                   0.42
fa_1                   0.42
a21o_1                 0.17
a21o_1                 0.18
fa_1                   0.38
inv_1                  0.08
fa_1                   0.20
nor2b_1                0.05
o21ai_0                0.15
nand2b_1               0.09
fa_1                   0.38
inv_1                  0.08
fa_1                   0.40
inv_1                  0.06
clkdlybuf4s50_1        0.47
[per-stage QoR]
stage / setup slack [ns] / cells / utilization (%)
global route: 5.55 / 161 / 25.2
CTS: 5.83 / 161 / 25.2
finish: 5.87 / 161 / 25.2
global placement: 5.89 / 161 / 25.2
detailed placement: 5.84 / 161 / 25.2
floorplan: 7.00 / 59 / -
[path summary, 6_finish.rpt]
| kind | slack (ns) | endpoint |
|---|---|---|
| setup / recovery | 5.87 | s[13] |
| hold / removal | 8.32 | s[0] |
[where the power goes]
group | leakage (nW) | switching (mW) | internal, mW
sequential | 0 | 0 | 0
clock | 0 | 0 | 0
combinational | 0.518 | 0.0110 | 0.0265
total | 0.518 | 0.0110 | 0.0265
No activity file was given, so power comes from the tool's default toggle rates.
